==> /design/flow/design.v <==
`timescale 1ns / 1ps
module ALU (
    input logic [31:0]data_mux_a_out,
    input logic [31:0]data_mux_b_alu,
    input logic [3:0] ALUSel,   
    output logic [31:0] ALU_OUT
);
always_comb begin
    case (ALUSel)
        4'b0000: ALU_OUT = data_mux_a_out +data_mux_b_alu;   
        4'b0001: ALU_OUT = data_mux_a_out -data_mux_b_alu;   
        4'b0010: ALU_OUT = data_mux_a_out &data_mux_b_alu;   
        4'b0011: ALU_OUT = data_mux_a_out |data_mux_b_alu;   
        4'b0100: ALU_OUT = data_mux_a_out ^data_mux_b_alu;   
        4'b0101: ALU_OUT = data_mux_a_out <<data_mux_b_alu[4:0];   
        4'b0110: ALU_OUT = data_mux_a_out >>data_mux_b_alu[4:0];   
        4'b0111: ALU_OUT = $signed(data_mux_a_out) >>> data_mux_b_alu[4:0];   
        4'b1000: ALU_OUT = ($signed(data_mux_a_out) < $signed(data_mux_b_alu)) ? 32'b1 : 32'b0;   
        4'b1001: ALU_OUT = (data_mux_a_out < data_mux_b_alu) ? 32'b1 : 32'b0;   
        4'b1010: ALU_OUT = (data_mux_b_alu << 12) + data_mux_a_out;   
        4'b1011: ALU_OUT = data_mux_b_alu<<12;   
        default: ALU_OUT = 32'b01111;   
    endcase
end
endmodule
==> /design/flow/run.sh <==
#!/bin/bash
# OpenROAD 26Q1-2900-gdf79404cd8, Yosys 0.63+post, stock flow scripts
make -C /OpenROAD-flow-scripts/flow DESIGN_CONFIG=/design/flow/config.mk WORK_HOME=/design/flow/orfs finish
==> /design/flow/config.mk <==
export PLATFORM = sky130hd
export DESIGN_NAME = ALU
export DESIGN_NICKNAME = ALU
export VERILOG_FILES = /design/flow/design.v
export SDC_FILE = /design/flow/constraint.sdc
export NUM_CORES = 4
export LEC_CHECK = 1
export CORE_UTILIZATION = 50
==> /design/flow/constraint.sdc <==
current_design ALU

set clk_period 20.9
set clk_io_pct 0.2

create_clock -name clk0 -period $clk_period

set non_clock_inputs [all_inputs -no_clocks]
set_input_delay [expr $clk_period * $clk_io_pct] -clock clk0 $non_clock_inputs
set_output_delay [expr $clk_period * $clk_io_pct] -clock clk0 [all_outputs]
==> impl_report.txt <==
PHYSICAL IMPLEMENTATION REPORT
----------------------------------------------------
[Power]
  Power density over cell area ........................ 28.2 mW/mm²
  Peak ir drop on the vdd network ........................ 0.0000163 V
  Share of total power in the clock network ........................ 0
  Net load switching power ........................ 177 µW
  Share of power burned in combinational logic ........................ 1.000
  Leak Pwr ........................ 0.00440 µW
  Total power of the final layout ........................ 295 µW
  Sequential share of power ........................ 0
  P_int ........................ 118 µW
  Switching Fraction ........................ 0.600

[STA]
  TNS Setup ........................ 0 ns
  Max-Slew Margin vs Limit ........................ 0.314
  Final clock period utilization by the worst path ........................ 0.619
  Final Hold Vio Count ........................ 0
  Final tally of setup violations ........................ 0
  Slew Limit Fails ........................ 0
  Time the final worst path needs with I/O delays and setup ........................ 12.94 ns
  Fmax ........................ 77.3 MHz
  Pin slew with the least headroom to its limit ........................ 1.02 ns
  Unrepaired setup endpoints after global routing ........................ no

[Finish]
  Layout cell share with drive strength beyond 1 ........................ 0.0602
  Synthesis-to-finish area growth ........................ 10.5%
  Clock buffer count in the final layout ........................ 0
  Number of fill cells ........................ 1746
  Fin util ........................ 0.573
  Seq. cell area ........................ 0 µm²
  Most frequent standard cell in the layout excluding fill and tap cells ........................ nor2_1
  Sequential cell count of the final layout ........................ 0
  Most numerous logic cells after layout ........................ 178 x nor2_1, 128 x o21ai_0, 127 x a21oi_1
  MI comb area ........................ 0.00866 mm²

[Floorplan]
  Core area ........................ 0.0183 mm²
  Number of top-level design ports ........................ 100
  Chip Area ........................ 0.0195 mm²
  Starting Density ........................ 0.518
  Y dimension of the die ........................ 140 µm
  Number of rows in the core area ........................ 49
  Horizontal die size ........................ 140 µm

[Worst hold path]
  Path class of the lowest-slack min-delay path ........................ primary input to primary output
  WHS Endpoint ........................ ALU_OUT[12]
  Critical hold path startpoint ........................ data_mux_b_alu[0]
  Number of stages on the worst hold path ........................ 4

[Synth]
  Post-synthesis cell area ........................ 0.00947 mm²
  Number of warnings reported in the yosys synthesis log ........................ 1
  Synthesis area per yosys ........................ 0.00947 mm²
  Register area share after synthesis ........................ 0
  Tally of unique sky130hd cells used after synthesis ........................ 75
  Synthesized netlist cell count ........................ 1426
  Yosys stat cell total ........................ 1426
  Per-instance average area after synthesis ........................ 6.64 µm²

[Worst setup path]
  Largest fanout on the critical path ........................ 57
  Cells along the critical path ........................ buf_2, buf_4, inv_1, ha_1, nand3_1, a21oi_1, o31ai_1, nor3_1, nor2_1, o311ai_2, mux2i_1, nor2_1, a2111oi_0, o21ai_1, clkdlybuf4s50_1
  Crit-path leading delay family ........................ AND-OR/OR-AND gates
  Crit path kind ........................ primary input to primary output
  Crit path DAT ........................ 8.76 ns
  Type of destination of the critical path ........................ primary output
  CP required ........................ 16.72 ns
  Number of buffers and inverters on the critical path ........................ 4
  Critical Path Slowest Stage Cell ........................ o31ai_1
  Longest individual stage delay on the worst path ........................ 0.87 ns
  Startpoint types ........................ primary input
  Dominant cell type by count on the critical path ........................ nor2_1

[Placement]
  Total of buffers placed on input and output ports ........................ 100
  Detailed Place HPWL ........................ 33100 µm
  Final estimated routing congestion in global placement ........................ 1.06

[Clock tree]
  Post-CTS repair timing setup buffer count ........................ 0
  Number of hold buffers added after cts ........................ 0
  # resized after CTS ........................ 0

[Global route]
  Pin count of the biggest net entering global routing ........................ 69
  Global-route usage over all layers ........................ 0.436
  Sum of overflow across all layers after global routing ........................ 0
  Initial antenna violation count ........................ 1
  Via count of the first global-routing pass ........................ 10500
  Wire length of the first global-routing pass ........................ 63300 µm

[Outcome]
  Status ........................ finished, final reports clean

[Route]
  Number of antenna diodes ........................ 0
  Overall via count from detail_route ........................ 11700
  TritonRoute pass-1 iters ........................ 6
  Total Wirelength ........................ 42500 µm
  Post-route antenna net violation count ........................ 0
  Avg WL per Cell ........................ 25.4 µm
  Avg Vias per Cell ........................ 6.97
  Residual DRC count ........................ 0
  Starting DRC count in detailed routing ........................ 1452

[Run]
  OpenROAD warnings ........................ 103
  Maxcap violations ........................ 0

----------------------------------------------------
## cell type report
| cell class | count | share of cell area |
|---|---|---|
| tap | 229 | 0.0274 |
| timing repair buffer | 122 | 0.109 |
| inverter | 101 | 0.0362 |
| multi-input combinational | 1223 | 0.827 |
## power groups by stage
stage	Combinational, µW	Clock, µW	Sequential [µW]
CTS	286	0	0
global route	316	0	0
finish	295	0	0
## metal layers
layer / track usage / wire length, µm
met4: 0.177 / 1920
met2: 0.624 / 17600
met1: 0.633 / 17200
met5: 0 / 13
met3: 0.102 / 5780
## worst min-delay path, delay by kind of cell
family / cells / cell delay, ns
AND-OR/OR-AND: 1 / 0.12
buffers and inverters: 2 / 0.70
AND/OR/NAND/NOR: 1 / 0.11
## worst max path at each step
stage                 start     endpoint  cells past startpoint
6_report  data_mux_b_alu[4]  ALU_OUT[28]                     15
5_1_grt   data_mux_b_alu[4]  ALU_OUT[31]                     14
4_1_cts   data_mux_b_alu[4]  ALU_OUT[31]                     14
## cell usage after synthesis, drive strengths merged, types with 12 or more instances
library cell,instances,area share
a21o,15,0.012
ha,121,0.16
a22oi,21,0.017
o221ai,13,0.012
nor2b,13,0.0086
nor4,12,0.0079
nor3,32,0.017
inv,99,0.039
or3,15,0.0099
o21bai,12,0.0095
a211o,15,0.014
o31ai,17,0.015
mux2i,54,0.057
o21ai,133,0.071
o211ai,27,0.022
a221oi,25,0.023
clkbuf,55,0.022
xnor2,23,0.021
mux4,32,0.076
nand2b,23,0.015
buf,47,0.026
nand2,119,0.047
nand3,36,0.019
a21oi,129,0.069
nor2,178,0.071
o22ai,18,0.012
a211oi,24,0.019
## stage by stage
stage	std cells	hold slack, ns	worst slack [ns]	cell area [µm²]
after detailed placement	1675	9.28	8.10	10500
after global placement	1675	9.30	8.17	10500
final	1675	9.30	7.96	10500
after floorplan	1426	8.45	9.13	9470
after global routing	1675	9.33	7.82	10500
after CTS	1675	9.28	8.09	10500
## cell families (layout without fill, tap and decap cells)
family / Yosys count / count (layout) / share of synthesized area
compound gates: 519 / 519 / 0.359
xor+xnor: 33 / 33 / 0.0305
fa+ha+maj: 124 / 124 / 0.166
buf+inv: 203 / 223 / 0.0874
mux: 94 / 94 / 0.143
simple gates: 453 / 453 / 0.214
No activity file was given, so power comes from the tool's default toggle rates.
